**flow/design.v**
```verilog
module Convolution(
clk,
rst_n,
in_valid,
weight_valid,
In_IFM_1,
In_IFM_2,
In_IFM_3,
In_IFM_4,
In_IFM_5,
In_IFM_6,
In_IFM_7,
In_IFM_8,
In_IFM_9,
In_Weight_1,
In_Weight_2,
In_Weight_3,
In_Weight_4,
In_Weight_5,
In_Weight_6,
In_Weight_7,
In_Weight_8,
In_Weight_9,
out_valid, 
Out_OFM	
);
input clk, rst_n, in_valid, weight_valid;
input [7:0]In_IFM_1;		
input [7:0]In_Weight_1;
input [7:0]In_IFM_2;		
input [7:0]In_Weight_2;
input [7:0]In_IFM_3;		
input [7:0]In_Weight_3;
input [7:0]In_IFM_4;		
input [7:0]In_Weight_4;
input [7:0]In_IFM_5;		
input [7:0]In_Weight_5;
input [7:0]In_IFM_6;		
input [7:0]In_Weight_6;
input [7:0]In_IFM_7;		
input [7:0]In_Weight_7;
input [7:0]In_IFM_8;		
input [7:0]In_Weight_8;
input [7:0]In_IFM_9;		
input [7:0]In_Weight_9;
output reg out_valid;
output reg[20:0] Out_OFM;
reg [7:0]IFM_Buffer[0:8] ;    
reg [7:0]Weight_Buffer[0:8]; 
reg [4:0]counter;
reg [3:0] i;
always@(posedge clk or negedge rst_n) begin
	if(!rst_n) begin
		for (i=0;i<9;i=i+1) 
			Weight_Buffer[i] <= 0;
	end
	else if(weight_valid)
		begin
			Weight_Buffer[0] <= In_Weight_1;
			Weight_Buffer[1] <= In_Weight_2;	
			Weight_Buffer[2] <= In_Weight_3;
			Weight_Buffer[3] <= In_Weight_4;
			Weight_Buffer[4] <= In_Weight_5;
			Weight_Buffer[5] <= In_Weight_6;
			Weight_Buffer[6] <= In_Weight_7;
			Weight_Buffer[7] <= In_Weight_8;
			Weight_Buffer[8] <= In_Weight_9;
		end
	else 
		begin
			for (i=0;i<9;i=i+1) 
				Weight_Buffer[i] <= Weight_Buffer[i];
		end
end
always@(posedge clk or negedge rst_n) begin
	if(!rst_n) begin
		for (i=0;i<9;i=i+1) 
			IFM_Buffer[i] <= 0;
	end
	else if(in_valid) begin
		IFM_Buffer[0]  <= In_IFM_1;
		IFM_Buffer[1]  <= In_IFM_2;
		IFM_Buffer[2]  <= In_IFM_3;
		IFM_Buffer[3]  <= In_IFM_4;
		IFM_Buffer[4]  <= In_IFM_5;
		IFM_Buffer[5]  <= In_IFM_6;
		IFM_Buffer[6]  <= In_IFM_7;
		IFM_Buffer[7]  <= In_IFM_8;
		IFM_Buffer[8]  <= In_IFM_9;
		end
	else 	begin
		for (i=0;i<9;i=i+1) 
			IFM_Buffer[i] <= IFM_Buffer[i];	
	end                
end
always@(posedge clk or negedge rst_n) begin
	if(!rst_n)
		counter<=0;
	else if(in_valid && counter<25 )
		counter<=counter+1;
	else
		counter<=0;
end
always@(posedge clk or negedge rst_n) begin
	if(!rst_n) begin
		out_valid <= 0;
		Out_OFM <= 0;
	end
	else if(counter>=1) begin
		out_valid <= 1;
		Out_OFM <= IFM_Buffer[0]*Weight_Buffer[0] +IFM_Buffer[1]*Weight_Buffer[1]+IFM_Buffer[2]*Weight_Buffer[2]+IFM_Buffer[3]*Weight_Buffer[3]+IFM_Buffer[4]*Weight_Buffer[4]
+IFM_Buffer[5]*Weight_Buffer[5]+IFM_Buffer[6]*Weight_Buffer[6]+IFM_Buffer[7]*Weight_Buffer[7]+IFM_Buffer[8]*Weight_Buffer[8];
	end
	else begin
		out_valid <= 0;
		Out_OFM <= 0;
	end
end
endmodule
```
**flow/run.sh**
```bash
#!/bin/bash
# OpenROAD 26Q1-2900-gdf79404cd8, Yosys 0.63+post, stock flow scripts
make -C /OpenROAD-flow-scripts/flow DESIGN_CONFIG=/design/flow/config.mk WORK_HOME=/design/flow/orfs finish
```
**flow/config.mk**
```make
export PLATFORM = sky130hd
export DESIGN_NAME = Convolution
export DESIGN_NICKNAME = Convolution
export VERILOG_FILES = /design/flow/design.v
export SDC_FILE = /design/flow/constraint.sdc
export NUM_CORES = 4
export LEC_CHECK = 1
export CORE_UTILIZATION = 40
```
**flow/constraint.sdc**
```tcl
current_design Convolution

set clk_period 11.4
set clk_io_pct 0.2

create_clock -name clk0 -period $clk_period [get_ports {clk}]

set non_clock_inputs [all_inputs -no_clocks]
set_input_delay [expr $clk_period * $clk_io_pct] -clock clk0 $non_clock_inputs
set_output_delay [expr $clk_period * $clk_io_pct] -clock clk0 [all_outputs]
```
==> out/metrics.yaml <==
run_status:
  outcome: "complete, no violations"
worst_setup_path:
  r2r_start: "Weight_Buffer[7][2]"
  max_stage_delay_ns: 0.58
  required_ns: 11.80
  crit_path_top_delay_cell: "fa_1"
  critical_path.max_fanout: 9
  cp_data_arrival_time_ns: 8.04
  r2r_cells: 23
  cp_common_cell: "fa_1"
  cp_top_family: "adder cells"
  crit_type: "reg2reg"
  path_buffers: 7
  crit_path_end_kind: "flop"
  worst-r2r-setup-slack_ns: 3.75
  start_kind: "flop"
  rr_endpoint: "Out_OFM[12]"
  crit_chain: "nand2_1, fa_1, inv_1, fa_1, inv_1, fa_1, inv_1, fa_1, inv_1, fa_1, fa_1, inv_1, fa_1, inv_1, fa_1, inv_1, fa_1, fa_1, ha_1, a21oi_1, a21oi_1, or3_1, and3_1"
floorplanning:
  pin_count: 170
  die_area_um2: 67800
  dieHeight_um: 260
  core_um2: 65900
  die_w_um: 260
  floorplan.core_util_pct: 40.5
  core.rowCount: 94
drt:
  routed_wl_mm: 64.5
  via_count: 16600
  drtIter0Drc: 621
  wl_per_cell_um: 18.1
  diodes: 0
  routed_via_density: 4.67
  drc_errors: 0
  firstDrtPassIters: 5
  drtAntennaViolNets: 0
clock_network:
  cts_tree: "yes"
  holdBufCountCts: 0
  cts_root_buffer: "clkbuf_16"
  clock.latency.late_pin_ns: 0.50
  cts_setup_buffers: 0
  path_clk_slew_ns: 0.07
  cts.path.max_buffers: 2
  clock-sinks: 171
  ctsResizeCount: 0
  cts.htree.levels: 4
  cts_buffers: 17
synthesis:
  synth_seq_share_pct: 16.0
  netlist_instances: 2541
  netlist.area_leader.share_pct: 40.7
  common_cells: "inv_1 (666), fa_1 (543), and2_1 (389), ha_1 (260), nand2_1 (210)"
  ys_cells: 2541
  async_flop_share_pct: 100
  ys_warn_count: 3
  topCellsByArea: "fa_1 (41%), dfrtp_1 (16%), ha_1 (12%)"
  avgSynthCellArea_um2: 10.5
  synth_area_leader_cell: "fa_1"
  ys_chip_area_um2: 26700
  synth-edff-count: 0
  ys_ff: 171
  most_common_cell: "inv_1"
  synth_cell_types: 42
  synth_area_um2: 26700
  ys.flop_type: "dfrtp_1"
cells_and_area:
  drive_gt1_share_pct: 7.08
  nFillCells: 6063
  syn_to_final_growth_pct: 11.8
  comb_area_um2: 19700
  final_core_util_pct: 45.3
  regArea_um2: 4280
  stdcell_count: 3563
sta:
  timing.setup.tns_ns: 0
  worstMarginPinSlew_ns: 0.606
  setup_viol: 0
  max_freq_ghz: 0.131
  rsz0062_at_grt: "no"
  fin_crit_ns: 7.65
  finalMaxSlewViolations: 0
  maxSlewHeadroom_pct: 59.6
  hold_viol_final: 0
  fin_crit_sh_pct: 67.1
  clock-skew-final_ns: 0.0174
placement:
  dp_hpwl_mm: 57.0
  gp_congestion: 0.983
  port_buffers: 169
  dp.cells: 3531
global_route:
  grt_max_degree: 49
  first_global_vias: 18800
  grt.busiest_layer: "met2"
  grt.met3_usage_pct: 6.70
  overflow: 0
  antenna_found_initial: 0
  grt_pass1_wl_mm: 105
  globalRouteMet2Util_pct: 33.7
  grt.met1_usage_pct: 32.4
  grtUsageTotal_pct: 21.7
run:
  maxCapViolations: 0
  warnings: 32
min_path:
  min_path_type: "reg2reg"
  whs_path_depth: 1
  worstHoldEndpoint: "counter[0]"
  worstHoldStart: "counter[0]"
-- stage by stage --
step	setup WS [ns]	hold slack [ns]	instance area, um^2
after global placement	3.74	0.483	29300
final	3.75	0.515	29800
after CTS	3.74	0.517	29800
after global routing	3.40	0.557	29800
after detailed placement	3.75	0.515	29300
after floorplan	4.14	0.472	26700
-- per-layer routing --
| layer | part of all wire, % | routed length (um) |
|---|---|---|
| met5 | 0 | 0 |
| met4 | 1.9 | 1220 |
| met2 | 48 | 31000 |
| met3 | 6.9 | 4470 |
| met1 | 43 | 27900 |
-- registers in the layout, indices dropped and copies added, names as in the netlist --
register and flops:
IFM_Buffer 72, Weight_Buffer 72, Out_OFM 21, counter 5
out_valid 1
-- cell usage in the layout (no fill, tap or decap), drive strengths merged, types with 13 or more instances in the layout --
cell and instances:
and2 389, dfrtp 171, clkbuf 20, nand2 210, clkdlybuf4s50 166, fa 543
inv 670, ha 260, mux2 144, a21oi 20, nor2 13
-- layout make-up --
class / instances / area share (%)
multi-input combinational: 1654 / 65.9
tap: 864 / 3.62
clock buffer: 20 / 1.53
sequential: 171 / 14.3
inverter: 667 / 8.39
timing repair buffer: 175 / 5.81
clock inverter: 12 / 0.382
-- cells by family (layout without fill, tap and decap cells) --
kind of cell	Yosys count	in the layout	share of synthesized area, %
compound gates	52	52	1.34
mux	145	145	6.11
buf+inv	716	874	10.3
simple gates	645	645	13.0
xor+xnor	9	9	0.295
flops	171	171	16.0
fa+ha+maj	803	803	52.9
-- how the worst max path moves through the flow --
stage | from | end | slack [ns] | cells past startpoint
after CTS | Weight_Buffer[7][2] | Out_OFM[12] | 3.74 | 23
final | Weight_Buffer[7][2] | Out_OFM[12] | 3.75 | 23
after global routing | Weight_Buffer[7][2] | Out_OFM[12] | 3.40 | 23
